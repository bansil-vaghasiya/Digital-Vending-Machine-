===== ./design.v =====
module display(digit, seg_pins, clk);
input clk;
input [7:0] digit;
output [7:0] seg_pins;
reg [7:0] seg_pins;
always @ (posedge clk)
	begin 
	case(digit)
	 	0 :	seg_pins = 8'hc0;	 
		1 :	seg_pins = 8'hf9;	 
		2 :	seg_pins = 8'ha4;	 
		3 : 	seg_pins = 8'hb0;	 
		4 :	seg_pins = 8'h99;	 
		5 :	seg_pins = 8'h92;	 
		6 :	seg_pins = 8'h82;	 
		7 :	seg_pins = 8'hf8;	 
		8 :	seg_pins = 8'h80;	 
		9 :	seg_pins = 8'h90;	 
	 endcase
	 end
endmodule 

===== ./run.sh =====
#!/bin/bash
# OpenROAD 26Q1-2900-gdf79404cd8, Yosys 0.63+post, stock flow scripts
make -C /OpenROAD-flow-scripts/flow DESIGN_CONFIG=/design/flow/config.mk WORK_HOME=/design/flow/orfs finish

===== ./config.mk =====
export PLATFORM = sky130hd
export DESIGN_NAME = display
export DESIGN_NICKNAME = display
export VERILOG_FILES = /design/flow/design.v
export SDC_FILE = /design/flow/constraint.sdc
export NUM_CORES = 4
export LEC_CHECK = 1
export CORE_AREA = 10 10 70 70
export DIE_AREA = 0 0 80 80

===== ./constraint.sdc =====
current_design display

set clk_period 3.3
set clk_io_pct 0.2

create_clock -name clk0 -period $clk_period [get_ports {clk}]

set non_clock_inputs [all_inputs -no_clocks]
set_input_delay [expr $clk_period * $clk_io_pct] -clock clk0 $non_clock_inputs
set_output_delay [expr $clk_period * $clk_io_pct] -clock clk0 [all_outputs]

==> impl_metrics.tcl <==
# collected from the flow reports
set metrics [dict create \
    track_usage_pct 2.50 \
    worstSetupEndpointType "flop" \
    cts_resized 0 \
    synth_cell_type_count 19 \
    met1_length_um 351 \
    synth.largest_area_cell "edfxtp_1" \
    cts_hold_buf 0 \
    grt_pass1_vias 288 \
    numCtsBuffers 3 \
    tool_warnings 25 \
    htree_num_levels 1 \
    initial_core_util_pct 11.7 \
    antenna_found_initial 0 \
    synth.avg_cell_area_um2 11.4 \
    gp_congestion 0.762 \
    setup_viol 0 \
    chip_area_um2 6400 \
    leakage_nw 0.188 \
    die_h_um 80 \
    min_path_type "in2reg" \
    postRouteAntennaNets 0 \
    grt_max_degree 10 \
    cp_max_fo 7 \
    io_buffers 15 \
    antenna_cells 0 \
    vias_per_cell 3.02 \
    wirelength_um 837 \
    yosysTopAreaCellShare_pct 52.5 \
    fp.dieW_um 80 \
    synthCells 35 \
    clock_sinks 7 \
    clk_path_buf_depth 2 \
    ys_area_um2 400 \
    met2_length_um 290 \
    yosysWarningCount 1 \
    design.core.area_um2 3420 \
    drv_slew 0 \
    min_period_over_period_pct 57.3 \
    overflow 0 \
    vdd_ir_drop_max_mv 0.0623 \
    fillers 385 \
    cts_root_buffer "clkbuf_4" \
    ys_cells 35 \
    multiInputGateArea_um2 178 \
    crit_start "digit[5]" \
    drive_above_1_share_pct 11.5 \
    cp_data_arrival_time_ps 1810 \
    areaGrowthSynthToFinish_pct 55.3 \
    tritoncts "done" \
    rows 21 \
    firstDrtPassIters 3 \
    status "complete, no violations" \
    vias 296 \
    regArea_um2 210 \
    grt_pass1_wl_mm 1.30 \
    drt_iter0_markers 26 \
    cp_cell_sequence "clkdlybuf4s50_1 > nor4_4 > and2_1" \
    dr_wl_met3_um 161 \
    fin_setup_tns_ps 0 \
    postSynthSeqShare_pct 52.5 \
    dpl.hpwl_um 716 \
    cts_setup_buffers 0 \
    slowest_stage "clkdlybuf4s50_1" \
    cpPeakStageDelay_ps 440 \
    io_pins 17 \
    clkTransAtPathRegs_ps 50 \
    synth_area_um2 400 \
    ys_ff 7 \
    largest_register_ffs 7 \
    finalHoldViolations 0 \
    area_leaders "edfxtp_1 53%, nor4b_4 5.9%, nor4_4 5.3%, a21oi_1 5.0%, nand2b_1 4.7%" \
    clock.fmax_mhz 529 \
    powerDensity_nw_per_um2 328 \
    worstPathRequired_ps 3220 \
    max_cap_viol_count 0 \
    endpoint "seg_pins[2]$_DFFE_PP_" \
    topRoutingLayerUsed "met4" \
    wl_per_cell_um 8.54 \
    worst_hold_slack_ps 1170 \
    drcViolationCount 0 \
    crit_type "in2reg" \
    period_minus_slack_ps 1890 \
    worstSetupStartpointType "input port" \
    rsz0062_at_grt "false" \
]
-- cell type report --
| type | instances | share of cell area, % |
|---|---|---|
| well taps | 46 | 9.26 |
| clock buffers | 4 | 4.23 |
| flip-flops and latches | 7 | 33.8 |
| repair buffers | 15 | 24.1 |
| multi-input cells | 26 | 28.6 |
-- report_power, final --
group	total, W	internal [W]	leakage [nW]	switching [W]
clock network	0.0000753	0.0000460	0.0150	0.0000293
logic	0.0000294	0.0000170	0.119	0.0000125
registers	0.0000994	0.0000990	0.0543	0.000000407
-- layout by cell type (no fill, tap or decap) --
| master | synthesis | routed |
|---|---|---|
| nor2b_1 | 1 | 1 |
| clkbuf_4 | 0 | 3 |
| o21a_1 | 1 | 1 |
| clkbuf_1 | 0 | 1 |
| nand3_1 | 1 | 1 |
| and2_1 | 2 | 2 |
| clkdlybuf4s50_1 | 0 | 15 |
| edfxtp_1 | 7 | 7 |
| nand2b_1 | 3 | 3 |
| xor2_1 | 1 | 1 |
| a21oi_1 | 4 | 4 |
| nor2_1 | 2 | 2 |
| nand2b_2 | 1 | 1 |
| conb_1 | 1 | 1 |
| o21ai_0 | 2 | 2 |
| a21o_1 | 1 | 1 |
| nand2_1 | 3 | 3 |
| nor4_4 | 1 | 1 |
| nor4b_4 | 1 | 1 |
| nor3_1 | 1 | 1 |
-- metrics by stage --
stage	std cells	utilization [%]	power (W)	area, um^2	worst slack (ps)
after CTS	98	18.2	0.000208	622	1400
after floorplan	35	-	0.000113	400	1690
after global placement	94	17.4	0.000130	596	1180
after detailed placement	94	17.4	0.000131	596	1140
final	98	18.2	0.000204	622	1410
after global routing	98	18.2	0.000217	622	1330
-- how the worst min path moves through the flow --
| stage | cells past startpoint | startpoint | to | slack, ps |
|---|---|---|---|---|
| CTS | 3 | digit[5] | seg_pins[6]$_DFFE_PP_ | 1170 |
| global route | 3 | digit[6] | seg_pins[6]$_DFFE_PP_ | 1190 |
| finish | 3 | digit[6] | seg_pins[6]$_DFFE_PP_ | 1170 |
-- worst max-delay path: cells and delay by family --
family	cells	cell delay [ps]
buffers and inverters	1	440
AND/OR/NAND/NOR	2	720
-- routing by layer --
layer / track usage (%) / up-vias
li1: - / 157
met1: 3.16 / 120
met2: 3.13 / 15
met3: 1.70 / 4
met4: 1.23 / 0
met5: 0 / -
-- synth_stat cells --
cell,n
a21oi_1,4
a21o_1,1
nand2b_1,3
buf_2,1
nor3_1,1
conb_1,1
edfxtp_1,7
nand3_1,1
o21ai_0,2
nor2b_1,1
nand2b_2,1
nor4_4,1
nand2_1,3
and2_1,2
o21a_1,1
nor2_1,2
buf_4,1
nor4b_4,1
xor2_1,1
-- logic make-up after synthesis --
group           count (synthesis)  share of synthesized area [%]
compound gates                  8                           11.3
other cells                     1                          0.937
flops                           7                           52.5
xor+xnor                        1                           2.19
buf+inv                         2                           3.12
simple gates                   16                           30.0
No activity file was given, so power comes from the tool's default toggle rates.
